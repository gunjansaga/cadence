==> flow/design.v <==
`timescale 1ns/1ps
module digital_clock(
  input  logic clk,
  input  logic rst,
  output logic [5:0] sec,
  output logic [5:0] min
);
  always_ff @(posedge clk) begin
    if (rst)
      sec <= 0;
    else if (sec == 59)
      sec <= 0;
    else
      sec <= sec + 1;
  end
  always_ff @(posedge clk) begin
    if (rst)
      min <= 0;
    else if (sec == 59) begin
      if (min == 59)
        min <= 0;
      else
        min <= min + 1;
    end
    else
      min <= min;    
  end
endmodule
==> flow/run.sh <==
#!/bin/bash
# OpenROAD 26Q1-2900-gdf79404cd8, Yosys 0.63+post, stock flow scripts
make -C /OpenROAD-flow-scripts/flow DESIGN_CONFIG=/design/flow/config.mk WORK_HOME=/design/flow/orfs finish
==> flow/config.mk <==
export PLATFORM = sky130hd
export DESIGN_NAME = digital_clock
export DESIGN_NICKNAME = digital_clock
export VERILOG_FILES = /design/flow/design.v
export SDC_FILE = /design/flow/constraint.sdc
export NUM_CORES = 4
export LEC_CHECK = 1
export CORE_AREA = 10 10 78 78
export DIE_AREA = 0 0 88 88
==> flow/constraint.sdc <==
current_design digital_clock

set clk_period 3.2
set clk_io_pct 0.2

create_clock -name clk0 -period $clk_period [get_ports {clk}]

set non_clock_inputs [all_inputs -no_clocks]
set_input_delay [expr $clk_period * $clk_io_pct] -clock clk0 $non_clock_inputs
set_output_delay [expr $clk_period * $clk_io_pct] -clock clk0 [all_outputs]
==> flow_summary.json <==
{
  "ant_nets": 0,
  "synth_warnings": 1,
  "vias": 459,
  "cts-buffers-inserted": 3,
  "crit_path_start_kind": "flop",
  "worst_slack_ps": 1280,
  "comb_area_sq_um": 278,
  "first_iter_violations": 9,
  "gr-usage-all-layers": 0.0350,
  "initial_utilization": 0.118,
  "coreArea_sq_um": 4410,
  "ys_seq_frac": 0.460,
  "rows": 24,
  "cp_top_family": "buffers and inverters",
  "crit_chain": "clkdlybuf4s50_1",
  "rsz0062_at_grt": "no",
  "clock-root-buffer": "clkbuf_8",
  "powerDensity_nw_per_um2": 403,
  "synth.avg_cell_area_sq_um": 9.49,
  "die_w_microns": 88,
  "ys_seq_elements": 12,
  "synthCells": 55,
  "layout_top_cells": "clkdlybuf4s50_1, dfxtp_1, nor2_1, nand3_1",
  "ys_cells": 55,
  "synth-simple-area-share": 0.259,
  "grt_pass1_vias": 460,
  "htreeDepth": 1,
  "finalHoldViolCount": 0,
  "warnings": 25,
  "fin_crit_sh": 0.599,
  "io_pins": 14,
  "critPathKind": "reg -> out",
  "endpoint_kind": "primary output",
  "cts_tree": "done",
  "pre_cts_ws_ps": 1210,
  "setup_tns_ps": 0,
  "drc": 0,
  "antenna_found_initial": 0,
  "clockBufferDepth": 2,
  "stdcell_area_sq_um": 758,
  "setup_violations": 0,
  "grt_max_degree": 8,
  "die_area_sq_um": 7740,
  "ys_types": 23,
  "grt_pass1_wl_microns": 2190,
  "hp-class": "reg -> reg",
  "max_freq_mhz": 521,
  "outcome": "finished clean",
  "cts_resized": 0,
  "swShare": 0.197,
  "min_period_ps": 1920,
  "post-route-util": 0.172,
  "drt-pass1-iter-count": 2,
  "adder_share": 0.0480,
  "cp.required_ps": 2560,
  "max_cap_violations": 0,
  "netlist.top_cell.by_area": "dfxtp_1",
  "synth_top_area_share": 0.460,
  "drive_gt1_frac": 0.0845,
  "ys_sh_aoi": 0.139,
  "wl_microns": 1230,
  "netSwitchingPower_mw": 0.0603,
  "cts.sinks": 12,
  "wl_per_cell_microns": 9.99,
  "post_cts_buffers": 0,
  "gp_congestion": 0.697,
  "dieHeight_microns": 88,
  "regArea_sq_um": 240,
  "fin_skew_ps": 2.06,
  "area.growth.synth_to_final_pct": 45.3,
  "slew-limit-headroom": 0.753,
  "yosys_area_sq_um": 522,
  "path_clk_slew_ps": 50,
  "area_leaders": "dfxtp_1, nor2_1, xnor2_1, ha_1, o31ai_1",
  "hpwlAfterDp_microns": 946,
  "top_logic_kind": "simple AND/OR/NAND/NOR gates",
  "clock_power_share": 0.434,
  "synthesis.area_sq_um": 522,
  "cp_slowest_cell": "clkdlybuf4s50_1",
  "port_buffers": 13,
  "viasPerCell": 3.73,
  "tightest_slew_ps": 367,
  "report.final.slew_viol_count": 0,
  "insertion_delay_ps": 230,
  "overflow": 0,
  "postCtsHoldBufs": 0,
  "xor_share": 0.0671,
  "fillers": 477,
  "worst-path-buf-inv": 1,
  "layout_top_cell": "clkdlybuf4s50_1",
  "leakagePower_nw": 0.293,
  "dpl_cell_area_sq_um": 717,
  "seq_power_share": 0.511,
  "num_antenna_cells": 0,
  "p_comb_frac": 0.055,
  "arrival_ps": 1280,
  "ir_drop_mv": 0.181,
  "critPathMaxFanout": 7,
  "mux_share": 0.0192,
  "intPower_mw": 0.245,
  "crit_path_max_incr_delay_ps": 540
}
## area by class of cell
type	count	area share
multi-input combinational	42	0.366
sequential	12	0.317
timing repair buffer	13	0.172
tap	52	0.0858
clock buffer	3	0.0545
inverter	1	0.00495
## state kept, by name, summed over array words and instances (netlist names)
register / cells
min: 6
sec: 6
## cells in the mapped netlist
master    n
nor4b_1   1
nor2_1    7
or4b_1    1
a21oi_1   2
nand3_1   4
a21o_2    1
mux2i_1   1
o21ai_0   3
ha_1      2
dfxtp_1  12
inv_1     1
o31ai_1   3
and2_1    2
nor3_1    1
nand2_1   3
xnor2_1   3
xor2_1    1
nand4_1   1
a22o_1    1
a21o_1    1
and4b_2   1
and3_1    2
nand2_4   1
## kinds of logic (layout without fill, tap and decap cells)
logic type      Yosys count  after routing
fa+ha+maj                 2              2
buf+inv                   1             17
mux                       1              1
xor+xnor                  4              4
compound gates           11             11
simple gates             24             24
flops                    12             12
## metrics by stage
stage                     power, mW  std cells  hold slack [ps]
after floorplan               0.165         55              418
after global routing          0.325        123              517
after CTS                     0.311        123              482
final                         0.306        123              476
after global placement        0.176        120              447
after detailed placement      0.176        120              466
## worst paths after layout
path / from / end / slack (ps) / depth (start not counted)
hold / removal: sec[0]$_SDFF_PP0_ / sec[0]$_SDFF_PP0_ / 480 / 1
setup / recovery: sec[4]$_SDFF_PP0_ / sec[4] / 1280 / 1
hold reg to reg: sec[0]$_SDFF_PP0_ / sec[0]$_SDFF_PP0_ / 480 / 1
setup reg to reg: sec[0]$_SDFF_PP0_ / min[4]$_SDFFE_PP0N_ / 1460 / 5
## power groups by stage
stage	logic (mW)	clock network (mW)	registers (mW)
6_report	0.0168	0.133	0.156
5_1_grt	0.0192	0.150	0.157
4_1_cts	0.0171	0.137	0.156
## metal layers
layer | track usage | part of all wire
met4 | 0.00145 | 0.0033
met5 | 0 | 0
met1 | 0.0473 | 0.51
met2 | 0.0437 | 0.31
met3 | 0.0290 | 0.17
Power is estimated from default activity; no workload was simulated.
